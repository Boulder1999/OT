==> ./design.v <==
module RCL(
    clk,
    rst_n,
    in_valid,
    coef_Q,
    coef_L,
    out_valid,
    out
);
input clk,rst_n,in_valid;
input [4:0] coef_Q,coef_L;
output out_valid;
output [1:0] out;
reg [1:0] ns,cs;
parameter IDLE=2'd0, LOAD=2'd1, PROCESS=2'd2, OUT=2'd3;
reg [30:0]dis;
reg [30:0]dism;
reg [70:0]R;
reg signed [4:0] a,b,c ,m,n;
reg [15:0] k;
reg [15:0]abs_up;
reg signed[30:0] up;
reg [30:0]abs_down;
reg signed[30:0]down;
reg [5:0]cnt;
reg [5:0]cntp;
reg out_valid;
reg [1:0] out;
reg process_flag;
always@(*)
begin
  if(up[7]) 
  begin
    abs_up=~(up)+8'd1;
  end
  else begin
    abs_up=up;
  end
end
always@(*)
begin
  if(down[15]) 
  begin
    abs_down=~(down)+8'd1;
  end
  else begin
    abs_down=down;
  end
end
always@(posedge clk or negedge rst_n) begin
	if(!rst_n) begin
		cs<=IDLE;
	end
	else begin
		cs<=ns;
	end
end
always@(*) begin
	case(cs)
	IDLE:begin
		if(!rst_n) ns = IDLE;
		else if( in_valid ) ns = LOAD;
		else ns = IDLE;
	end
	LOAD:begin
		if(in_valid) ns = LOAD;
		else ns = PROCESS;
	end
	PROCESS:begin
		if(process_flag) ns = OUT;
		else ns = PROCESS;
	end 
	OUT:begin
		ns = IDLE;
	end
	endcase
end
always@(posedge clk or negedge rst_n) begin
	if(!rst_n) begin
		a<=5'd0;
		b<=5'd0;
		c<=5'd0;
	end
	else if(ns == IDLE) begin
		a<=5'd0;
		b<=5'd0;
		c<=5'd0;
	end
	else if(ns == LOAD) begin
		case(cnt)
		6'd0:a<=coef_L;
		6'd1:b<=coef_L;
		6'd2:c<=coef_L;
		endcase
	end
end
always@(posedge clk or negedge rst_n) begin
	if(!rst_n) begin
		m<=5'd0;
		n<=5'd0;
		k<=5'd0;
	end
	else if(ns == IDLE) begin
		m<=5'd0;
		n<=5'd0;
		k<=5'd0;
	end
	else if(ns == LOAD) begin
		case(cnt)
		6'd0:m<=coef_Q;
		6'd1:n<=coef_Q;
		6'd2:k<=coef_Q;
		endcase
	end
end
always@(posedge clk or negedge rst_n) begin
	if(!rst_n) begin
		cnt<=6'd0;
	end
	else if(ns == IDLE) cnt<=6'd0;
	else if(ns == LOAD) begin
		cnt<=cnt+6'd1;
	end
end
always@(posedge clk or negedge rst_n) begin
	if(!rst_n) begin
		cntp<=6'd0;
	end
	else if(ns == IDLE) cntp<=6'd0;
	else if(ns == PROCESS) begin
		cntp<=cntp+6'd1;
	end
end
always@(posedge clk or negedge rst_n) begin
	if(!rst_n) begin
		dis<=8'd0;
		process_flag<=1'b0;
	end
	else if(ns == IDLE) begin
		dis<=8'd0;
		process_flag<=1'b0;
	end
	else if(ns == PROCESS) begin
		if(cntp==6'd4) begin
			 dis<=(up/abs_down);
		process_flag<=1'b1;
		end
	end
end
always@(posedge clk or negedge rst_n) begin
	if(!rst_n) begin
		dism<=8'd0;
	end
	else if(ns == IDLE) begin
		dism<=8'd0;
	end
	else if(ns == PROCESS) begin
		if(cntp==6'd4) begin
		dism<=(abs_up%down);
		end
	end
end
always@(posedge clk or negedge rst_n) begin
	if(!rst_n) begin
		up<=8'd0;
	end
	else if(ns == IDLE) up<=8'd0;
	else if(ns == PROCESS) begin
		if(cntp == 6'd1)
		up<=(a*m+b*n+c)*(a*m+b*n+c);
	end
end
always@(posedge clk or negedge rst_n) begin
	if(!rst_n) begin
		down<=8'd0;
	end
	else if(ns == IDLE) down<=8'd0;
	else if(ns == PROCESS) begin
		if(cntp == 6'd2)
		down<=a*a+b*b;
	end
end
always@(posedge clk or negedge rst_n) begin
	if(!rst_n) begin
		R<=8'd0;
	end
	else if(ns == IDLE) R<=8'd0;
	else if(ns == PROCESS) begin
		if(cntp == 6'd2) begin
			R<=k;
		end
	end
end
always@(posedge clk or negedge rst_n) begin
	if(!rst_n) begin
		out_valid<=1'd0;
	end
	else if(ns == IDLE) out_valid<=1'd0;
	else if(ns == OUT) begin
		out_valid<=1'd1;
	end
end
always@(posedge clk or negedge rst_n) begin
	if(!rst_n) begin
		out<=2'd0;
	end
	else if(ns == IDLE) out<=2'd0;
	else if(ns == OUT) begin
		if(dis > R)
		out<=2'b0;
		else if( dis == R )begin
			if(dism > 0) 	out<=2'd0;
			else if(dism == 0) out<=2'd1;
			else out<=2'd2;
		end
		else if( dis < R )
		out<=2'd2;
	end
end
endmodule
==> ./run.sh <==
#!/bin/bash
# OpenROAD 26Q1-2900-gdf79404cd8, Yosys 0.63+post, stock flow scripts
make -C /OpenROAD-flow-scripts/flow DESIGN_CONFIG=/design/flow/config.mk WORK_HOME=/design/flow/orfs finish
==> ./config.mk <==
export PLATFORM = sky130hd
export DESIGN_NAME = RCL
export DESIGN_NICKNAME = RCL
export VERILOG_FILES = /design/flow/design.v
export SDC_FILE = /design/flow/constraint.sdc
export NUM_CORES = 4
export LEC_CHECK = 1
export CORE_UTILIZATION = 40
==> ./constraint.sdc <==
current_design RCL

set clk_period 163.9
set clk_io_pct 0.2

create_clock -name clk0 -period $clk_period [get_ports {clk}]

set non_clock_inputs [all_inputs -no_clocks]
set_input_delay [expr $clk_period * $clk_io_pct] -clock clk0 $non_clock_inputs
set_output_delay [expr $clk_period * $clk_io_pct] -clock clk0 [all_outputs]
==> impl_metrics.tcl <==
# yosys + openroad results
set metrics [dict create \
    crit_required_ps 164340 \
    post_cts_buffers 0 \
    setup_viol 0 \
    drt-wirelength-per-cell_microns 22.19 \
    tightest_slew_ps 1241 \
    place_hpwl_microns 221400 \
    area_leaders "ha_1 21%, fa_1 6.5%, xnor2_1 5.5%" \
    worst-r2r-setup-slack_ps 76290 \
    cts_sinks 151 \
    critPathArrivalTime_ps 88040 \
    clock_latency_ps 540 \
    max_freq_mhz 11.41 \
    status "completed" \
    synth_adder_area_share_pct 27.02 \
    drcViolationCount 0 \
    crit_slowest_cell "a2111oi_0" \
    grt_pass1_wl_microns 413800 \
    mux_area_share_pct 2.834 \
    cp-endpoint "dism[28]" \
    hold_buffers 0 \
    yosysChipArea_sq_um 70680 \
    yosys.area_share.aoi_pct 29.36 \
    grt_max_degree 117 \
    io-pin-count 16 \
    coreArea_sq_um 174600 \
    ys_seq_share_pct 5.348 \
    placedCellCount 12160 \
    critical_path.max_fanout 38 \
    final_cells 12190 \
    synth-edff-count 0 \
    yosysTopAreaCell "ha_1" \
    dieWidth_microns 422.4 \
    ys_types 107 \
    drtPass1Iterations 6 \
    slew_headroom_pct 16.66 \
    path_clk_slew_ps 70 \
    syn_avg_cell_area_sq_um 7.277 \
    clock-root-buffer "clkbuf_16" \
    r2r-end "dism[28]" \
    vias_per_cell 6.004 \
    gp_congestion 1.068 \
    initial_core_util_pct 40.48 \
    rsz0062_at_grt "no" \
    synth-async-reset-ratio_pct 100.0 \
    ys_sh_simple_pct 21.78 \
    dieArea_sq_um 178400 \
    yosysMostFrequentCell "ha_1" \
    synth_flops 151 \
    hp-class "reg2reg" \
    numCtsBuffers 17 \
    top_area_share_pct 20.53 \
    max_stage_delay_ps 1030 \
    period_needed_ps 87610 \
    startpoint "up[0]" \
    reg2reg_depth 281 \
    r2r_start "up[0]" \
    openroad.warnings 76 \
    syn_area_sq_um 70680 \
    portBuffers 15 \
    synth.yosys.warnings 1 \
    grt_use_total_pct 30.28 \
    ant_nets 0 \
    clk_path_buf_depth 2 \
    die_y_microns 422.4 \
    syn_inst 9713 \
    clock_skew_ps 27.66 \
    yosysCellCount 9713 \
    totalWireLength_microns 270600 \
    drv_cap 0 \
    grt.overflow.total 0 \
    cp-end-kind "flip-flop" \
    drive_gt1_share_pct 5.382 \
    xor_share_pct 8.687 \
    slew_violations 0 \
    fin_tns_setup_ps 0 \
    drtIter0Drc 5632 \
    hold_start "cs[3]" \
    n_fill_cell 17620 \
    startpoint_type "flip-flop" \
    final-hold-violation-count 0 \
    top_cells_by_count "1160 x ha_1, 946 x nand2_1, 892 x nor2_1" \
    cts_tree "built" \
    vias 73210 \
    htree_num_levels 4 \
    synthFlopType "dfrtp_1" \
    crit_top_cell "ha_1" \
    area_growth_pct 6.980 \
    netlist_logic_family_top "AND-OR/OR-AND gates" \
    ctsResizeCount 0 \
    rows 153 \
    path_class "reg2reg" \
    first_global_vias 68440 \
    min_period_over_period_pct 53.45 \
    antenna_found_initial 4 \
]
-- registers in the layout (all words and copies together), names as in the netlist, 6 cells and up --
signal / cells
dism: 31
up: 23
down: 11
dis: 31
cnt: 6
cntp: 6
-- metal layers --
metal	track usage, %	share of wire, %
met5	0.1075	0.0048
met4	9.704	4.1
met3	3.960	6.4
met2	47.10	44
met1	43.67	45
-- worst min-delay path by stage --
stage	endpoint	cells after the start
4_1_cts	cs[0]	1
5_1_grt	cs[0]	1
6_report	cs[0]	1
-- cells in the final DEF (no fill, tap or decap), types with 112 or more instances in the layout --
cell type / instances
xor2_1: 254
o21a_1: 263
dfrtp_1: 149
inv_1: 609
nand2_1: 946
xnor2_1: 441
nor2_1: 887
fa_1: 229
and2_1: 128
a31oi_1: 147
nand4_1: 122
or3_1: 121
nor3_1: 272
a21oi_1: 758
a21o_1: 314
o21ai_0: 547
ha_1: 1159
nand3_1: 227
buf_4: 183
conb_1: 224
o21bai_1: 112
-- per-stage QoR --
| step | worst slack, ps | hold WS (ps) | instance area, sq um | util (%) |
|---|---|---|---|---|
| floorplan | 91340 | 405.4 | 71510 | - |
| global placement | 78150 | 408.2 | 75010 | 42.97 |
| detailed placement | 78570 | 421.4 | 75010 | 42.97 |
| CTS | 78260 | 437.1 | 75610 | 43.31 |
| global route | 71370 | 464.6 | 75610 | 43.31 |
| finish | 76290 | 432.2 | 75610 | 43.31 |
-- critical path, delay by kind of cell, from the launching register on --
family | cells | cell delay, ps
buf+inv | 22 | 4830
mux | 5 | 2200
xor+xnor | 1 | 150
flops | 1 | 830
fa+ha+maj | 31 | 10290
simple gates | 79 | 23440
compound gates | 143 | 45520
-- logic make-up after synthesis --
kind of cell,Yosys count
AOI/OAI and AO/OA,3109
xor gates and xnor gates,701
adders and majority gates,1389
buffers and inverters,923
DFF,151
muxes,187
other,2
and+or+nand+nor,3251
-- layout make-up --
cell class              instances  area, sq um  share of cell area (%)
diodes                          2        5.005                0.006619
clock buffers                  18        429.2                  0.5676
clock inverters                14        165.2                  0.2184
inverters                     623         2347                   3.104
multi-input cells            8861        64430                   85.21
flip-flops and latches        151         3784                   5.004
well taps                    2325         2909                   3.847
repair buffers                199         1545                   2.044
